File: /design/flow/run.sh
#!/bin/bash
# OpenROAD 26Q1-2900-gdf79404cd8, Yosys 0.63+post, stock flow scripts
make -C /OpenROAD-flow-scripts/flow DESIGN_CONFIG=/design/flow/config.mk WORK_HOME=/design/flow/orfs finish
File: /design/flow/config.mk
export PLATFORM = sky130hd
export DESIGN_NAME = precode_rx
export DESIGN_NICKNAME = precode_rx
export VERILOG_FILES = /design/flow/design.v
export SDC_FILE = /design/flow/constraint.sdc
export NUM_CORES = 4
export LEC_CHECK = 1
export CORE_AREA = 10 10 70 70
export DIE_AREA = 0 0 80 80
File: /design/flow/constraint.sdc
current_design precode_rx

set clk_period 1.1
set clk_io_pct 0.2

create_clock -name clk0 -period $clk_period [get_ports {clk}]

set non_clock_inputs [all_inputs -no_clocks]
set_input_delay [expr $clk_period * $clk_io_pct] -clock clk0 $non_clock_inputs
set_output_delay [expr $clk_period * $clk_io_pct] -clock clk0 [all_outputs]
File: /design/flow/design.v
`timescale 1ns / 1ps
module precode_tx(
    input clk,
    input rstn,
    input [1:0] symbol_in,
    input en,
    input mode,
    output reg [1:0] symbol_out,
    output reg valid = 0);
    reg [1:0] mem = 'b00;
    reg m;
    always @ (posedge clk) begin
        if (!rstn) begin
            valid <= 0;
            mem <= 'b00;
            m <= mode;
        end else if (en) begin
            valid <= 1;
            case(m)
                1:  begin
                    symbol_out <= symbol_in-mem;
                    mem <= symbol_in-mem;
                end
                0:  symbol_out <= symbol_in;
            endcase
        end else begin
            valid <=0;
        end
    end
endmodule
module precode_rx(
    input clk,
    input rstn,
    input [1:0] symbol_in,
    input en,
    input mode,
    output reg [1:0] symbol_out,
    output reg valid = 0);
    reg [1:0] mem = 'b00;
    reg m;
    always @ (posedge clk) begin
        if (!rstn) begin
            valid <= 0;
            mem <= 'b00;
            m <= mode;
        end else if (en) begin
            valid <= 1;
            case(m)
                1:  begin
                    symbol_out <= symbol_in+mem;
                    mem <= symbol_in;
                    valid <= 1;
                end
                0:  symbol_out <= symbol_in;
            endcase
        end else begin
            valid <=0;
        end
    end
endmodule
==> flow_metrics.py <==
# Generated from Yosys and OpenROAD reports
metrics = {
    "sta": {
        "rsz0062_at_grt": "true",
        "slew_headroom_pct": 90.1,
        "finClkSkew_ns": 0.0125,
        "clock.fmax_mhz": 951,
        "worstMarginPinSlew_ns": 0.148,
        "worst_slack_ns": 0.0489,
        "fin_crit_ns": 1.05,
        "slew_violations": 0,
        "finalSetupViolCount": 0,
        "finalHoldViolCount": 0,
        "finalClockPeriodUsage_pct": 95.6,
    },
    "power": {
        "seq_power_share_pct": 46.8,
        "power.internal_uw": 432,
        "clock_power_share_pct": 40.8,
        "total_leakage_power_nw": 0.163,
        "p_switching_uw": 118,
        "swShare_pct": 21.5,
        "p_comb_share_pct": 12.4,
        "ir_drop_uv": 278,
        "power_density_mw_per_mm2": 1250,
    },
    "synthesis": {
        "syn_area_per_cell_um2": 11.6,
        "yosys-stat-area_um2": 243,
        "ys_cells": 21,
        "synthCells": 21,
        "synthDistinctLibCells": 11,
        "ys_top_cells_by_area": "edfxtp_1 37%, dfxtp_1 25%, nand2_1 6.2%",
        "numSynthFlops": 6,
        "top_area_cell": "edfxtp_1",
        "syn_area_um2": 243,
        "synth_warnings": 1,
        "top_cell_area_share_pct": 37.1,
        "postSynthSeqShare_pct": 61.9,
    },
    "die": {
        "core_mm2": 0.00342,
        "dieWidth_um": 80,
        "die_h_um": 80,
        "rows": 21,
        "io_pins": 9,
        "die_area_mm2": 0.00640,
        "fp_util_pct": 7.11,
    },
    "clocking": {
        "numCtsBuffers": 3,
        "postCtsSetupRepairBufs": 0,
        "htreeDepth": 1,
        "cts_sinks": 6,
        "clk_path_buf_depth": 2,
        "cts_tree": "done",
        "path_clk_slew_ns": 0.05,
        "clockRootBuffer": "clkbuf_4",
        "insertion_delay_ns": 0.25,
    },
    "route": {
        "antennaDiodeCount": 0,
        "drtPass1Iterations": 4,
        "routed_via_density": 2.55,
        "vias": 209,
        "wirelength_um": 629,
        "drt_iter0_drc": 9,
        "drtAntennaViolNets": 0,
        "avgRoutedWirePerCell_um": 7.67,
        "drc_errors": 0,
    },
    "global_routing": {
        "grt_max_degree": 5,
        "gr-total-overflow": 0,
        "antenna_found_initial": 0,
        "grt_util_all_layers_pct": 1.98,
        "grt_pass1_vias": 221,
        "grt_pass1_wl_um": 979,
    },
    "final_layout": {
        "utilization_pct": 12.9,
        "syn_to_final_growth_pct": 81.4,
        "nFillCells": 393,
        "comb_area_um2": 101,
        "drive_above_1_share_pct": 25.0,
        "seq_area_um2": 151,
        "mostFrequentLayoutCells": "4 x nand2_1, 4 x clkdlybuf4s50_1, 3 x clkbuf_4, 3 x edfxtp_1, 3 x buf_4",
    },
    "hold_path": {
        "worst_hold_path_type": "reg2reg",
        "hold_path_depth": 2,
    },
    "placed_design": {
        "dp_slack_ns": -0.360,
        "place_congestion": 0.814,
        "port_buffers": 8,
        "place.detailed.hpwl_um": 442,
    },
    "status": {
        "outcome": "finished, final reports clean",
    },
    "worst_setup_path": {
        "r2r_cells": 4,
        "critPathKind": "reg2reg",
        "cp.arrival_ns": 1.06,
        "start_kind": "flop",
        "regToRegSetupSlack_ns": 0.05,
        "path_max_fanout": 2,
        "critPathCaptureType": "flop",
        "crit_required_ns": 1.11,
    },
    "job": {
        "maxCapViolCount": 0,
        "warnings": 26,
    },
}
[worst paths after layout]
path,startpoint,endpoint
hold reg to reg,mem[1]$_SDFFE_PN0P_,mem[1]$_SDFFE_PN0P_
setup / recovery,mem[0]$_SDFFE_PN0P_,symbol_out[1]$_DFFE_PP_
hold / removal,mem[1]$_SDFFE_PN0P_,mem[1]$_SDFFE_PN0P_
setup reg to reg,mem[0]$_SDFFE_PN0P_,symbol_out[1]$_DFFE_PP_
[Yosys cell counts, drive strengths merged]
master,number
and2,2
nand2,4
dfxtp,3
nand3,2
edfxtp,3
xnor2,1
ha,1
mux2,1
xor2,1
a21oi,2
inv,1
[timing repair]
| item | 4_1_cts | 5_1_grt |
|---|---|---|
| pin swaps | 0 | 2 |
| resized | 6 | 3 |
| hold buffers | 0 | 0 |
| endpoints found under the setup margin | 5 | 3 |
[logic make-up (layout without fill, tap and decap cells)]
group	Yosys count	in the layout	synth area share [%]
buffers and inverters	1	16	1.54
and+or+nand+nor	8	8	15.5
adders and majority gates	1	1	5.15
xor gates and xnor gates	2	2	7.22
AOI/OAI and AO/OA	2	2	4.12
DFF	6	6	61.9
muxes	1	1	4.64
[state kept, by name, summed over array words and instances, names as in the netlist]
| register | flops |
|---|---|
| symbol_out | 2 |
| valid | 1 |
| mem | 2 |
| m | 1 |
[through the flow]
step | cell area, um2 | instances | hold WS [ns] | TNS [ns] | power, mW
final | 440 | 82 | 0.504 | 0 | 0.550
after global routing | 440 | 82 | 0.522 | -0.0375 | 0.598
after CTS | 428 | 82 | 0.477 | 0 | 0.553
after detailed placement | 403 | 78 | 0.480 | -0.974 | 0.330
after global placement | 403 | 78 | 0.456 | -0.935 | 0.329
after floorplan | 243 | 21 | 0.319 | 0 | 0.282
[worst max-delay path, stage by stage (launching register included)]
cell,delay [ns]
dfxtp_2,0.35
ha_4,0.13
xor2_1,0.14
nand2_1,0.08
xnor2_1,0.12
[cell type report]
class / count / share of cell area, %
multi-input cells: 14 / 23.0
repair buffers: 11 / 22.7
inverters: 1 / 0.852
flip-flops and latches: 6 / 34.4
well taps: 46 / 13.1
clock buffers: 4 / 5.97
[power groups by stage]
stage | Combinational [mW] | Sequential, mW | Clock [mW]
final | 0.0683 | 0.258 | 0.224
after global routing | 0.0758 | 0.258 | 0.264
after CTS | 0.0658 | 0.256 | 0.231
[metal layers]
| layer | up-vias | track usage [%] | wire [um] | share of wire (%) |
|---|---|---|---|---|
| met4 | 0 | 0.352 | 0 | 0 |
| met2 | 15 | 2.65 | 227 | 36 |
| li1 | 101 | - | - | - |
| met5 | - | 0 | 0 | 0 |
| met1 | 93 | 2.08 | 278 | 44 |
| met3 | 0 | 2.16 | 123 | 20 |
Power and IR drop assume default switching activity.
