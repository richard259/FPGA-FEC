$ cat flow/design.v
`timescale 1ns / 1ps
module grey_encode(
    input clk,
    input data,
    input rstn,
    input en,
    output reg [1:0] symbol,
    output reg valid =0);
    reg msb;
    reg bit_idx = 0;
    always @ (posedge clk) begin
        if (!rstn) begin
            valid <= 0;
            bit_idx <= 0;
        end else if (en) begin
            if (bit_idx == 0) begin
                bit_idx <=1;
                valid <= 0;
                msb <= data;
            end else if (bit_idx == 1) begin
                bit_idx <=0;
                valid <= 1;
                case(msb)
                    1'b0: begin
                        case(data)
                            1'b0:symbol <= 2'b00;
                            1'b1:symbol <= 2'b01;
                        endcase
                    end 1'b1: begin
                        case(data)
                            1'b0:symbol <= 2'b11;
                            1'b1:symbol <= 2'b10;
                        endcase
                    end
                endcase
            end
        end else begin
            valid <=0;
        end
    end     
endmodule
module grey_decode(
    input clk,
    input [1:0] symbol,
    input rstn,
    input en,
    output data,
    output reg valid = 0);
    reg [1:0] cur_symbol;
    reg bit_idx = 0;
    assign data = cur_symbol[bit_idx];
    always @ (posedge clk)
        if (!rstn) begin
            valid <= 0;
            bit_idx <= 0;
        end else begin
            if (en) begin
                case(symbol)
                    2'b00: cur_symbol <= 2'b00;
                    2'b01: cur_symbol <= 2'b01;
                    2'b11: cur_symbol <= 2'b10;
                    2'b10: cur_symbol <= 2'b11;
                endcase
                bit_idx <= 1;
                valid <= 1;
            end else if (bit_idx ==1) begin
                bit_idx <= 0;
                valid <= 1;
            end else begin
                valid <= 0;
        end
    end
endmodule
$ cat flow/run.sh
#!/bin/bash
# OpenROAD 26Q1-2900-gdf79404cd8, Yosys 0.63+post, stock flow scripts
make -C /OpenROAD-flow-scripts/flow DESIGN_CONFIG=/design/flow/config.mk WORK_HOME=/design/flow/orfs finish
$ cat flow/config.mk
export PLATFORM = sky130hd
export DESIGN_NAME = grey_decode
export DESIGN_NICKNAME = grey_decode
export VERILOG_FILES = /design/flow/design.v
export SDC_FILE = /design/flow/constraint.sdc
export NUM_CORES = 4
export LEC_CHECK = 1
export CORE_AREA = 10 10 70 70
export DIE_AREA = 0 0 80 80
$ cat flow/constraint.sdc
current_design grey_decode

set clk_period 1.5
set clk_io_pct 0.2

create_clock -name clk0 -period $clk_period [get_ports {clk}]

set non_clock_inputs [all_inputs -no_clocks]
set_input_delay [expr $clk_period * $clk_io_pct] -clock clk0 $non_clock_inputs
set_output_delay [expr $clk_period * $clk_io_pct] -clock clk0 [all_outputs]
==> flow_summary_export.csv <==
group,metric,value,unit
status,status,"complete, no violations",
synth,mappedNetlistArea,173.9,um2
critical_path,required,1.20,ns
die,die-area,6400,um2
worst_hold_path,hp-class,"reg -> reg",
critical_path,critPathKind,"reg -> out",
grt,antenna_found_initial,0,
grt,grt-ovfl-total,0,
clock_tree,cts.sinks,4,
detailed_routing,via_count,118,
clock_tree,path_clk_slew,0.04,ns
synth,mux_share,0.08633,
detailed_routing,drcViolationCount,0,
cells_and_area,drive_gt1_frac,0.2727,
final_timing,fin_crit,1.396,ns
clock_tree,h-tree-depth,1,
die,floorplan.core_util,0.05092,
die,rows,21,
critical_path,arrival,1.10,ns
synth,synth.avg_cell_area,13.38,um2
detailed_routing,diodes,0,
power,ir_drop,0.3368,mV
power,finalPower,0.2896,mW
die,dieHeight,80,um
final_timing,rsz0062_at_grt,"no",
synth,synth_cells,13,
synth,numSynthFlops,4,
critical_path,end_kind,"output pin",
synth,top_cells_by_area,"edfxtp_1, dfxtp_1, ha_1",
synth,xor_area_frac,0,
grt,grt_pass1_vias,146,
synth,synth.comb.largest_family,"adder cells",
synth,yosys_cells,13,
synth,synth_area_leader_cell,"edfxtp_1",
detailed_routing,dr.pass1.iters,2,
synth,synth_seq_share,0.5755,
worst_hold_path,whs_path_depth,1,
clock_tree,ctsHoldBuffers,0,
synth,ys_sh_adder,0.1439,
synth,synth-compound-area-share,0.04317,
grt,grtUsageTotal,0.01137,
clock_tree,insertion_delay,0.23,ns
power,leakage,0.1194,nW
final_timing,hold_viol,0,
cells_and_area,finalNonFillerCells,68,
clock_tree,cts_tree,"yes",
synth,yosysWarnings,1,
detailed_routing,drt_iter0_drc,2,
synth,yosysTopAreaCellShare,0.3453,
grt,grt_max_degree,4,
critical_path,r2r_cells,1,
job,warnings,26,
clock_tree,cts-root-buf,"clkbuf_4",
detailed_routing,routed_wl,334,um
detailed_routing,routedWlPerCell,4.912,um
final_timing,setup_violations,0,
final_timing,max_slew_margin,0.9371,
die,pin_count,7,
synth,simple_gate_share,0.1079,
cells_and_area,fill_cells,407,
clock_tree,cts_buffer_depth,2,
final_timing,period_used_share,0.9309,
placed_design,dp.cells,65,
detailed_routing,viasPerCell,1.735,
clock_tree,cts_buffers,3,
final_timing,fmax,716.1,MHz
synth,yosysUniqueCellTypes,8,
synth,synth-area-yosys,173.9,um2
detailed_routing,antenna_left,0,
critical_path,start_kind,"flip-flop",
placed_design,place_hpwl,288.2,um
critical_path,path_max_fanout,2,
power,p_per_area,922.0,nW/um2
die,core,3416,um2
grt,grt_first_pass_wirelength,558,um
cells_and_area,fin_util,0.09194,
final_timing,slew_violations,0,
die,die_x,80,um
placed_design,numPortBuffers,6,
job,maxCapViolations,0,
final_timing,worstMarginPinSlew,0.09407,ns
cells_and_area,synthToLayoutAreaGrowth,80.58,%
final_timing,clock_skew,0.004478,ns
placed_design,gp_congestion,0.6865,
[worst paths after layout]
kind | slack, ns | startpoint | end
min | 0.47 | bit_idx | valid
min reg2reg | 0.47 | bit_idx | valid
max reg2reg | 0.91 | bit_idx | valid
max | 0.10 | bit_idx | data
[layout make-up]
type | count | area [um2] | area share
flip-flops and latches | 4 | 101.3 | 0.3227
repair buffers | 6 | 58.81 | 0.1873
multi-input cells | 7 | 66.31 | 0.2112
inverters | 2 | 7.507 | 0.02390
well taps | 46 | 57.56 | 0.1833
clock buffers | 3 | 22.52 | 0.07171
[report_power, final]
group	internal, mW	switching [mW]	leakage [nW]
combinational	0.0238	0.00926	0.0700
sequential	0.124	0.00237	0.0356
clock	0.0892	0.0405	0.0138
total	0.237	0.0521	0.119
[sequential cells by signal, indices dropped and copies added, names as in the netlist]
register / flops
bit_idx: 1
cur_symbol: 2
valid: 1
[synth_stat cells]
cell type and count:
edfxtp_1 2, and2_1 2, inv_1 2, ha_1 2, o21a_1 1, mux2_4 1, or2_2 1, dfxtp_1 2
[worst max-delay path, stage by stage, from the launching register on]
cell and delay, ns:
dfxtp_2 0.33, mux2_4 0.29, dlygate4sd2_1 0.25
[layout by cell type (no fill, tap or decap), drive strengths merged]
cell | netlist | final
edfxtp | 2 | 2
and2 | 2 | 2
clkdlybuf4s50 | 0 | 5
dfxtp | 2 | 2
clkbuf | 0 | 3
mux2 | 1 | 1
o21a | 1 | 1
dlygate4sd2 | 0 | 1
or2 | 1 | 1
ha | 2 | 2
inv | 2 | 2
[layer usage]
metal / vias up / global-route usage / wire length [um]
met5: - / 0 / 0
met4: 0 / 0.005282 / 0
met2: 7 / 0.01284 / 97
met1: 49 / 0.01338 / 177
met3: 0 / 0.01136 / 59
li1: 62 / - / -
[kinds of logic after synthesis]
group	after synthesis
flops	4
simple gates	3
buf+inv	2
fa+ha+maj	2
compound gates	1
mux	1
[metrics by stage]
stage | setup TNS [ns] | hold slack, ns | cell area, um2 | setup slack [ns]
final | 0 | 0.4671 | 314.1 | 0.1036
after global routing | 0 | 0.4938 | 314.1 | 0.04422
after CTS | 0 | 0.4691 | 314.1 | 0.08169
after detailed placement | -0.03360 | 0.4956 | 291.5 | -0.03360
after global placement | -0.01095 | 0.4835 | 291.5 | -0.01095
after floorplan | 0 | 0.4102 | 173.9 | 0.4959
[timing repair]
action / in CTS / in global routing
hold endpoints to repair: 0 / 0
buffers inserted: 0 / 0
setup endpoints to repair: 1 / 0
resized: 2 / 0
Power and IR drop assume default switching activity.
